[design/flow/run.sh]
#!/bin/bash
# OpenROAD 26Q1-2900-gdf79404cd8, Yosys 0.63+post, stock flow scripts
make -C /OpenROAD-flow-scripts/flow DESIGN_CONFIG=/design/flow/config.mk WORK_HOME=/design/flow/orfs finish
[design/flow/config.mk]
export PLATFORM = sky130hd
export DESIGN_NAME = bin2bcd
export DESIGN_NICKNAME = bin2bcd
export VERILOG_FILES = /design/flow/design.v
export SDC_FILE = /design/flow/constraint.sdc
export NUM_CORES = 4
export LEC_CHECK = 1
export CORE_AREA = 10 10 70 70
export DIE_AREA = 0 0 80 80
[design/flow/constraint.sdc]
current_design bin2bcd

set clk_period 8.8
set clk_io_pct 0.2

create_clock -name clk0 -period $clk_period

set non_clock_inputs [all_inputs -no_clocks]
set_input_delay [expr $clk_period * $clk_io_pct] -clock clk0 $non_clock_inputs
set_output_delay [expr $clk_period * $clk_io_pct] -clock clk0 [all_outputs]
[design/flow/design.v]
module bin2bcd (
	input  logic [7:0]   x,			 
	output logic [11:0]  BCD      
);	
   logic  [19:0] result;   
   integer i;
   always_comb
   begin
      result[19:0] = 0;
      result[7:0] = x;      
      for (i=0; i<8; i=i+1) begin
         if (result[11:8] >= 5)
            result[11:8] = result[11:8] + 4'd3;
         if (result[15:12] >= 5)
            result[15:12] = result[15:12] + 4'd3;
         result = result << 1;
      end
      BCD = result[19:8];
   end
endmodule
==> results.ini <==
[outcome]
status=complete, no violations

[finish]
nClkBuffers=0
fin_util=0.403
regArea_um2=0
area_growth_pct=14.7
seq_cell_count=0
fill_cells=361
drive_gt1_frac=0.194
fin_area_um2=1380

[floorplan]
ios=20
fp_util=0.351
core_um2=3420
die_x_um=80
num_rows=21
dieArea_um2=6400
fp.dieH_um=80

[worst_setup_path]
critPathLaunchType=primary input
cp.arrival_ns=6.74
crit_fanout=8
worstPathRequired_ns=7.04
crit_type=primary input to output port
critPathCaptureType=output port

[grt]
grt_max_degree=17
grt-ovfl-total=0
antenna_found_initial=0
grt_pass1_vias=1024
track_usage=0.0804
grt_pass1_wl_um=4570

[synthesis]
syn_area_um2=1200
yosys_area_um2=1200
top_cells_by_area=ha_1 (8.3%), o21ai_0 (5.0%), nor2_1 (3.8%)
postSynthSeqShare=0
top_area_frac=0.0834
syn_inst=154
yosysUniqueCellTypes=68
largest_area_cell=ha_1
yosys_cells=154
yosys_warnings=1
syn_avg_cell_area_um2=7.79
top_cells_by_count=nor2_1 (12), o21ai_0 (12), nand2_1 (11)

[final_timing]
slew_headroom=0.600
period_used_share=0.966
rsz0062_at_grt=false
tightest_slew_ns=0.598
finalHoldViolCount=0
setup_viol=0
tns_ns=0
period_minus_slack_ns=8.50
final_max_slew_viol_count=0
hold-worst-slack_ns=3.52
max_freq_mhz=118

[pwr]
ir_drop_mv=0.0322
total_leakage_power_nw=0.513
power.density_nw_per_um2=133
power_w=0.000184

[route]
vias=1133
routed_via_density=5.37
final_antenna_net_count=0
drc_errors=0
first_pass_iters=4
wl_um=2700
drt_iter0_markers=61
wire_per_inst_um=12.8
diodes=0

[job]
maxCapViolations=0
warning_count=35

[placement]
place_congestion=0.879
portBuffers=16
placed_cell_area_um2=1370
dp_hpwl_um=2220

[clock_network]
cts_resized=0
postCtsHoldBufs=0
cts_setup_buffers=0

[min_path]
hold_class=primary input to output port

==> path summary, 6_finish.rpt <==
| kind | startpoint | end | slack [ns] | cells after the start |
|---|---|---|---|---|
| setup / recovery | x[6] | BCD[6] | 0.30 | 25 |
| hold / removal | x[0] | BCD[0] | 3.52 | 0 |
==> cell usage in the layout, fill, tap and decap left out, types with 3 or more instances in the layout <==
| cell | Yosys | layout |
|---|---|---|
| nor2b_1 | 5 | 5 |
| buf_4 | 5 | 5 |
| o21ai_1 | 3 | 3 |
| clkdlybuf4s50_1 | 0 | 16 |
| o21ai_0 | 12 | 12 |
| nor2_1 | 12 | 12 |
| ha_1 | 8 | 6 |
| o31ai_1 | 4 | 4 |
| nor3_1 | 5 | 5 |
| nand2b_1 | 4 | 4 |
| xnor2_1 | 5 | 5 |
| inv_1 | 8 | 8 |
| a21oi_1 | 3 | 3 |
| nand2_1 | 11 | 11 |
| nand3_1 | 3 | 3 |
==> per-stage QoR <==
step,setup slack [ns],instances
after CTS,0.273,211
after global placement,0.439,211
final,0.300,211
after floorplan,1.40,155
after detailed placement,0.272,211
after global routing,0.00970,211
==> cells by family after synthesis <==
kind of cell             share of synthesized area
buffers and inverters                        0.104
multiplexers                                0.0448
AND/OR/NAND/NOR                              0.283
AND-OR/OR-AND                                0.395
adder cells (fa/ha/maj)                     0.0834
other                                      0.00313
XOR/XNOR                                    0.0865
==> critical path, stage by stage <==
cell and delay, ns:
clkdlybuf4s50_1 0.48, inv_1 0.08, ha_1 0.29, or2_2 0.33
nand2_1 0.09, xnor2_1 0.15, ha_2 0.26, nand2b_1 0.11
a32oi_4 0.35, xnor2_4 0.21, inv_2 0.13, ha_1 0.22
and2b_1 0.25, nor2_1 0.06, mux2i_2 0.26, nand2_1 0.13
ha_1 0.24, a21o_1 0.22, nand2_1 0.07, o21ai_0 0.07
buf_4 0.15, nor2_1 0.12, o21ai_0 0.09, o31ai_1 0.09
clkdlybuf4s50_1 0.51
==> cell type report <==
cell class         count  area [um2]  share of cell area
inverters             10        37.5              0.0273
well taps             46        57.6              0.0418
multi-input cells    134        1080               0.787
repair buffers        21         198               0.144
==> per-layer routing <==
layer | global-route usage | vias to the layer above | part of all wire
met2 | 0.125 | 12 | 0.46
met1 | 0.123 | 527 | 0.51
met3 | 0.00682 | 0 | 0.032
met5 | 0 | - | 0
li1 | - | 594 | -
met4 | 0 | 0 | 0
==> power breakdown <==
part           switching, W  total [W]  internal [W]
clock                     0          0             0
combinational     0.0000858   0.000184     0.0000979
sequential                0          0             0
total             0.0000858   0.000184     0.0000979
Power is estimated from default activity; no workload was simulated.
