<file path="design/flow/design.v">
module clktick #(
    parameter WIDTH = 16
)(
  input  logic             clk,       
  input  logic             rst,       
  input  logic             en,        
  input  logic [WIDTH-1:0] N,     	  
  output logic  		   tick       
);
logic [WIDTH-1:0] count;
always_ff @ (posedge clk)
    if (rst) begin
        tick <= 1'b0;
        count <= N;  
        end
    else if (en) begin
        if (count == 0) begin
            tick <= 1'b1;
            count <= N;
            end
        else begin
            tick <= 1'b0;
            count <= count - 1'b1;
            end
        end
endmodule
</file>
<file path="design/flow/run.sh">
#!/bin/bash
# OpenROAD 26Q1-2900-gdf79404cd8, Yosys 0.63+post, stock flow scripts
make -C /OpenROAD-flow-scripts/flow DESIGN_CONFIG=/design/flow/config.mk WORK_HOME=/design/flow/orfs finish
</file>
<file path="design/flow/config.mk">
export PLATFORM = sky130hd
export DESIGN_NAME = clktick
export DESIGN_NICKNAME = clktick
export VERILOG_FILES = /design/flow/design.v
export SDC_FILE = /design/flow/constraint.sdc
export NUM_CORES = 4
export LEC_CHECK = 1
export CORE_AREA = 10 10 106 106
export DIE_AREA = 0 0 116 116
</file>
<file path="design/flow/constraint.sdc">
current_design clktick

set clk_period 7.4
set clk_io_pct 0.2

create_clock -name clk0 -period $clk_period [get_ports {clk}]

set non_clock_inputs [all_inputs -no_clocks]
set_input_delay [expr $clk_period * $clk_io_pct] -clock clk0 $non_clock_inputs
set_output_delay [expr $clk_period * $clk_io_pct] -clock clk0 [all_outputs]
</file>
==> CHANGELOG.md <==
### Metrics

* Yosys stat cell total at 98
* Number of port buffers at 19
* Final Skew at 5.92 ps
* Run status: completed
* Hold Crit Start: tick
* Ys flop type: edfxtp_1
* Die Height at 116 um
* Post-CTS Setup Inserts at 0
* Post-cts gate resize count at 0
* I/O pin cnt at 20
* Switch Pwr at 0.0000591 W
* Hold endpoint: tick
* Htree depth at 1
* Switching share of power at 0.250
* Mux share at 0.0205
* Max Fanout on Critical Path at 30
* Worst r2r src: count[0]
* Total track usage at 0.0380
* Routed via count at 774
* Die X at 116 um
* Reg2reg path depth at 6
* Seq share, synth at 0.482
* CP Launch Type: primary input
* Routed Antenna Nets at 0
* Clk latency of the worst-skew pair at 250 ps
* CTS tree: built
* RSZ-0062 raised after global routing: no
* Cells after Synth at 98
* Simple-Gate Fraction of Synth Area at 0.241
* Root Driver: clkbuf_8
* Total Wirelength at 2490 um
* Max transition margin at 0.440
* Share of cells above drive strength 1 at 0.0924
* Post-route setup TNS at 0 ps
* Worst-margin pin slew at 839 ps
* Post-route DRC violation count at 0
* Hold Path Stages at 2
* Endpoints failing setup at 0
* Area Growth Syn to Fin at 33.9%
* Antenna cells at 0
* WL per Instance at 11.0 um
* Total Power at 0.000236 W
* F_max at 358 MHz
* FFs w/ async S/R, synth at 0
* Synth logic family: simple AND/OR/NAND/NOR gates
* Reg-to-reg slack, setup at 5180 ps
* Flops after synth at 17
* Final worst-path cycle share at 0.377
* Worst setup margin at 4610 ps
* Max_cap viols at 0
* Hold Buf Count CTS at 0
* DP Worst Slack at 4370 ps
* Final core occ at 0.157
* Drt via density at 3.41
* CP Data Required Time at 7400 ps
* Grt total ovfl at 0
* Clock share of power at 0.295
* Die Footprint at 13500 sq um
* Final Non-Filler Cells at 227
* Adder Area Share at 0.0241
* Placed insts at 223
* Mean Syn Cell Area at 10.6 sq um
* Pin count of the biggest net entering global routing at 31
* And-or/or-and share of the synthesized area at 0.0952
* First-pass GRT wire length at 4000 um
* # clock sinks at 17
* Hold Path Class: flop to flop
* Core area at 8850 sq um
* CP Cell Sequence: clkdlybuf4s50_1 -> a41oi_2 -> buf_4 -> mux2_2
* Area fraction in xor and xnor cells at 0.101
* Final slew viol count at 0
* Rows at 34
* Cell Int Power at 0.000177 W
* CTS max path bufs at 2
* Peak VDD IR at 56.5 uV
* Reg2Reg Capture Point: count[10]
* Yosys warns at 1
* Most instantiated logic cell after routing: clkdlybuf4s50_1
* Power Dens Cells at 170 nW/um^2
* Static Leak at 0.420 nW
* Post-synthesis cell type count at 32
* Max incr delay on CP at 450 ps
* Worst Path Buf+Inv at 2
* Initial antenna violation count at 0
* Fp util at 0.117
* HPWL Detailed at 1920 um
* Number of enable flip-flop cells at 16
* Yosys Chip Area at 1040 sq um
* Flop pwr share at 0.544
* Pre-Repair DR Iteration Count at 4
* Final Critical Period at 2790 ps
* Num CTS Buffers at 3
* Cell family with most CP delay: buffers and inverters
* Log Warnings at 26
* Top Layout Cells: clkdlybuf4s50_1 (19), nor2_1 (16), edfxtp_1 (16)
* Slowest CP cell: clkdlybuf4s50_1
* Clock transition at path regs at 70 ps
* 1st-iter DRT viols at 31
* Worst Setup End Kind: flop
* Crit path DAT at 2790 ps
* Synth Cell Area at 1040 sq um
* Critical setup path kind: primary input to flop
* Endpoints failing hold at 0
* Part of the power in combinational logic at 0.162
* Routability cong. at 0.752
* Vias in the first global route at 782
power groups by stage:
stage | Clock, W | Combinational, W | Sequential, W
final | 0.0000696 | 0.0000383 | 0.000129
after global routing | 0.0000792 | 0.0000434 | 0.000131
after CTS | 0.0000723 | 0.0000390 | 0.000129
area by class of cell:
class,count,area (sq um)
clock buffer,4,45.0
fill,995,7460
inverter,3,11.3
multi-input combinational,75,500
sequential,17,500
tap,108,135
timing repair buffer,20,198
worst register-to-register path, delay by kind of cell (launching register included):
family / cells / cell delay, ps
AOI/OAI and AO/OA: 1 / 80
DFF: 1 / 410
xor gates and xnor gates: 1 / 120
adders and majority gates: 1 / 180
buffers and inverters: 1 / 120
and+or+nand+nor: 2 / 1040
cell usage after synthesis, drive strengths merged, types with 2 or more instances:
cell	number	area, sq um
xor2	7	61.3
a21oi	13	65.1
nor4	4	40.0
inv	3	11.3
a31oi	2	12.5
nand2	4	15.0
ha	2	25.0
nor3	3	20.0
buf	2	22.5
xnor2	5	43.8
edfxtp	16	480
nand2b	2	12.5
nor2	16	60.1
or3	2	12.5
nand4	2	12.5
through the flow:
stage                     cell area, sq um  hold slack (ps)
after detailed placement              1350              464
after global routing                  1390              513
final                                 1390              472
after global placement                1350              473
after CTS                             1390              477
after floorplan                       1040              429
per-layer routing:
metal / global-route usage / routed length, um
met1: 0.0494 / 1160
met2: 0.0611 / 1190
met3: 0.0162 / 140
met4: 0.00167 / 0
met5: 0 / 0
cells by family (layout without fill, tap and decap cells):
family / after synthesis / in the layout
simple gates: 42 / 42
compound gates: 17 / 17
flops: 17 / 17
xor+xnor: 12 / 12
buf+inv: 6 / 27
fa+ha+maj: 2 / 2
mux: 2 / 2
how the worst max path moves through the flow:
stage / depth (start not counted) / end / slack (ps) / startpoint
4_1_cts: 4 / count[0] / 4610 / rst
5_1_grt: 4 / count[0] / 4510 / rst
6_report: 4 / count[0] / 4610 / rst
registers in the layout, summed over array words and instances, names as in the netlist:
name	count
count	16
tick	1
Power and IR drop assume default switching activity.
