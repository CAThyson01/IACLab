$ cat design/flow/config.mk
export PLATFORM = sky130hd
export DESIGN_NAME = f1_fsm
export DESIGN_NICKNAME = f1_fsm
export VERILOG_FILES = /design/flow/design.v
export SDC_FILE = /design/flow/constraint.sdc
export NUM_CORES = 4
export LEC_CHECK = 1
export CORE_AREA = 10 10 70 70
export DIE_AREA = 0 0 80 80
$ cat design/flow/constraint.sdc
current_design f1_fsm

set clk_period 1.6
set clk_io_pct 0.2

create_clock -name clk0 -period $clk_period [get_ports {clk}]

set non_clock_inputs [all_inputs -no_clocks]
set_input_delay [expr $clk_period * $clk_io_pct] -clock clk0 $non_clock_inputs
set_output_delay [expr $clk_period * $clk_io_pct] -clock clk0 [all_outputs]
$ cat design/flow/design.v
module f1_fsm (
    input   logic       rst,
    input   logic       en,
    input   logic       clk,
    output  logic [7:0] data_out
);
    typedef enum { S0, S1, S2, S3, S4, S5, S6, S7, S8 } f1_states;
    f1_states state, next_state;
    assign randen = 0;
    always_ff @(posedge clk or posedge rst) begin
        if (rst)
            state <= S0;
        else if (en)
            state <= next_state;
    end
    always_comb 
        case (state)
            S0 : data_out = 8'b00000000;
            S1 : data_out = 8'b00000001;
            S2 : data_out = 8'b00000011;
            S3 : data_out = 8'b00000111;
            S4 : data_out = 8'b00001111;
            S5 : data_out = 8'b00011111;
            S6 : data_out = 8'b00111111;
            S7 : data_out = 8'b01111111;
            S8 : data_out = 8'b11111111;
            default : data_out = 8'b00000000;
        endcase
    always_comb begin
        case (state)
            S0 : next_state = S1;
            S1 : next_state = S2;
            S2 : next_state = S3;
            S3 : next_state = S4;
            S4 : next_state = S5;
            S5 : next_state = S6;
            S6 : next_state = S7;
            S7 : next_state = S8;
            S8 : next_state = S0;
            default : next_state = S0;
        endcase
    end
endmodule
$ cat design/flow/run.sh
#!/bin/bash
# OpenROAD 26Q1-2900-gdf79404cd8, Yosys 0.63+post, stock flow scripts
make -C /OpenROAD-flow-scripts/flow DESIGN_CONFIG=/design/flow/config.mk WORK_HOME=/design/flow/orfs finish
==> changes_impl.md <==
## Flow update

* Run status: finished, violations left
* Violations in the final reports: negative setup slack
* DRC violation count after routing at 0
* Hold crit path type: in2async
* Yosys chip area at 285 um^2
* Initial antenna violation count at 0
* Global-route wire length before repair at 1530 um
* Mapped cell area at 285 um^2
* Sink count of the clock tree at 4
* Length of the first detailed-routing pass in iterations at 4
* Total power of the final layout at 0.818 mW
* Number of buffers on the longest clock path at 2
* Maximum number of pins on one net before global-route repair at 8
* Gate count after technology mapping at 34
* Vias in the first global route at 353
* Clock Tree Root: clkbuf_4
* Slew HR at 86.2%
* F_max at 623 MHz
* Total via count after detailed routing at 324
* Ant. Diodes at 0
* Maximum level of the CTS H-tree at 1
* Final critical delay including setup and external delays at 1610 ps
* Die outline area at 0.00640 mm^2
* Largest cells by area: dfrtp_1, ha_1, o21ai_0
* Area added between synthesis and finish at 100%
* Crit path required time at 1280 ps
* Number of core rows at 21
* HPWL after DPL at 647 um
* Registers with the most flip-flops: state x4
* Number of buffers added by the clock tree synthesis step at 3
* Unique cell types at 15
* First DRT Iteration DRCs at 6
* Number of warnings in the stage logs at 29
* Data arrival at the endpoint of the critical path at 1290 ps
* Final Hold Vio Count at 0
* Max Cap Viol at 0
* Kind of start point of the critical path: flip-flop
* Post-route clock period utilization at 100%
* Chip width at 80 um
* Layout fillers at 384
* Register containing the most flip-flops in the final layout: state
* Floorplan core area at 0.00342 mm^2
* Setup repair after global routing missed its margin: true
* Largest register FFs at 4
* Leakage Power at 0.279 nW
* Sequential cell area fraction in the yosys report at 35.1%
* Layout cells sized above 1 at 56.7%
* TritonCTS clock tree: done
* Peak supply drop at 0.278 mV
* Post-synthesis sequential element count at 4
* Global-route usage over all layers at 2.88%
* Library cell with the largest summed area after synthesis: dfrtp_1
* Most frequent cells in the layout: buf_4, buf_2, dfrtp_1
* Final worst slack at -6.29 ps
* Dominant logic cell type in the layout: buf_4
* Count of input and output buffers at 10
* Worst hold margin at 274 ps
* Via density per instance at 3.06
* Placer Congestion at 0.786
* Cell count listed in synth_stat.txt at 34
* Top Ports at 11
* Mean instance size in the synthesized netlist at 8.39 um^2
* Antenna Violating Nets Remaining at 0
* Final number of setup-violating endpoints at 1
* Remaining Overflow, GRT at 0
* Slew @ Worst Pin at 207 ps
* Yosys synthesis warning count at 2
* Critical path capture point type: primary output
* Top-area cell type share of the netlist area at 35.1%
* Path type of the worst setup path: reg2out
* Post-Route WL at 876 um
* Clock transition at the register clock pins on the worst setup and hold paths after CTS at 40 ps
* Final slew viol count at 0
* P per Cell Area at 1430 mW/mm^2
* Largest fanout on the critical path at 3
* Worst-Skew Late Latency at 230 ps
* Final Skew at 3.93 ps
* Die boundary height at 80 um
* Routed length per instance at 8.26 um
* Floorplan utilization at 8.35%
-- cell type report --
class                           count  area (um^2)  share of cell area [%]
Inverter                            5         18.8                    3.28
Timing Repair Buffer               24          169                    29.5
Multi-Input combinational cell     24          204                    35.7
Sequential cell                     4          100                    17.5
Tap cell                           46         57.6                    10.1
Clock buffer                        3         22.5                    3.94
-- cell usage after synthesis --
cell / n
inv_1: 5
xnor2_1: 1
buf_2: 1
ha_1: 3
o21ai_0: 6
nand3b_1: 2
nand2b_1: 1
or3b_1: 1
nand2_1: 3
a32o_1: 1
nor2b_1: 1
dfrtp_1: 4
mux2i_1: 1
o22ai_1: 1
nor2_1: 3
-- timing repair --
action,4_1_cts,5_1_grt
resized,38,3
setup endpoints to repair,8,8
setup buffers,6,0
hold buffers,0,0
hold endpoints to repair,0,0
pin swaps,6,2
-- routing by layer --
layer,vias to the layer above,routed length [um],global-route usage (%)
met1,147,394,3.41
met3,0,140,2.05
met2,13,341,4.17
li1,164,-,-
met5,-,0,0
met4,0,0,0.528
-- power by group --
| part | internal (mW) | switching [mW] |
|---|---|---|
| Combinational | 0.308 | 0.210 |
| Sequential | 0.138 | 0.0390 |
| Clock | 0.0838 | 0.0396 |
-- metrics by stage --
step	utilization, %	setup TNS, ps	instances	instance area [um^2]	setup WS (ps)
2_1_floorplan	-	0	34	285	405
3_3_place_gp	14.8	-788	98	505	-129
3_5_place_dp	14.8	-900	98	505	-155
4_1_cts	16.5	-11.9	106	564	-11.9
5_1_grt	16.7	-664	106	572	-111
6_report	16.7	-6.29	106	572	-6.29
-- worst max-delay path, cell delays in order, from the launching register on --
cell and delay (ps):
dfrtp_1 380, inv_2 90, ha_4 140, nand3b_1 110
buf_4 170, o21ai_1 60, buf_2 110
-- cells by family after synthesis --
group,count (synthesis),share of synthesized area (%)
and+or+nand+nor,11,20.6
AOI/OAI and AO/OA,8,16.2
buffers and inverters,6,8.33
DFF,4,35.1
adders and majority gates,3,13.2
xor gates and xnor gates,1,3.07
muxes,1,3.51
-- final timing paths --
kind | from | endpoint | slack (ps) | cells past startpoint
worst min-delay path | rst | state[3] | 270 | 2
worst min register to register | state[0] | state[0] | 620 | 2
worst max register to register | state[1] | state[3] | 380 | 6
max in group asynchronous | rst | state[2] | 1170 | 2
min in group clk0 | state[0] | state[0] | 620 | 2
worst max-delay path | state[0] | data_out[1] | -6 | 6
Power figures rest on the tool's default switching activity, not on a simulated workload.
